[./config.mk]
export PLATFORM = sky130hd
export DESIGN_NAME = top
export DESIGN_NICKNAME = top
export VERILOG_FILES = /design/flow/design.v
export SDC_FILE = /design/flow/constraint.sdc
export NUM_CORES = 4
export LEC_CHECK = 1
export CORE_UTILIZATION = 30
[./constraint.sdc]
current_design top

set clk_period 5.7
set clk_io_pct 0.2

create_clock -name clk0 -period $clk_period [get_ports {clk}]

set non_clock_inputs [all_inputs -no_clocks]
set_input_delay [expr $clk_period * $clk_io_pct] -clock clk0 $non_clock_inputs
set_output_delay [expr $clk_period * $clk_io_pct] -clock clk0 [all_outputs]
[./design.v]
module top (
    input clk,
    input rst,
    output reg [15:0] led
);
  reg [31:0] count;
  always @(posedge clk) begin
    if (rst) begin
      led   <= 1;
      count <= 0;
    end else begin
      if (count == 0) led <= {led[14:0], led[15]};
      count <= (count >= 5000000 ? 32'b0 : count + 1);
    end
  end
endmodule
[./run.sh]
#!/bin/bash
# OpenROAD 26Q1-2900-gdf79404cd8, Yosys 0.63+post, stock flow scripts
make -C /OpenROAD-flow-scripts/flow DESIGN_CONFIG=/design/flow/config.mk WORK_HOME=/design/flow/orfs finish
==> qor.yml <==
status: "complete, no violations"
ant_nets: 0
worst_slack_ns: 2.99
cp.required_ns: 5.90
drc_errors: 0
n_fill_cell: 614
start_kind: "primary input"
syn_to_final_growth_pct: 19.6
finalHoldViolCount: 0
port_buffers: 17
flop_cell: "dfxtp_1"
layout-drive-gt1-share: 0.0487
powerDensity_mw_per_mm2: 262
tightest_slew_ns: 0.845
die_h_um: 83.3
core_sq_mm: 0.00635
chip_area_sq_mm: 0.00693
initial_core_util: 0.312
fin_crit_ns: 2.71
viasPerCell: 4.77
syn-instance-count: 204
worstHoldPathCells: 1
grtUsageMet3: 0.0182
htree_levels: 2
skew_ns: 0.00550
cts_buffers: 5
reg2reg_from: "count[2]"
cp-end-kind: "flip-flop"
maxClockFrequency_mhz: 369
grt_max_degree: 24
worstSetupPathType: "primary input to flip-flop"
wl_um: 3440
cp_max_fo: 23
dpl.hpwl_um: 2290
synthesis.area_sq_mm: 0.00198
setup_viol: 0
n_antenna_cell: 0
grt.overflow.total: 0
cts_buffer_depth: 2
avgRoutedWirePerCell_um: 11.3
ys_ff: 48
hold_path_class: "flip-flop to flip-flop"
yosysWarnings: 1
via_count: 1444
rsz0062_at_grt: "false"
globalRouteMet1Util: 0.156
drtIter0Drc: 99
critPathSlowestCell: "a2111o_1"
ys_seq_share: 0.485
fin_crit_sh: 0.476
p_leak_nw: 0.732
post_cts_buffers: 0
ir_worst_vdd_v: 0.000141
use_met2: 0.152
warning_count: 26
cp_slowest_stage_delay_ns: 0.78
cts_hold_buf: 0
post_cts_resized: 0
edf_count: 0
r2r_end: "count[19]"
holdWs_ns: 0.482
synthDistinctLibCells: 34
row_count: 29
clock_sinks: 48
drv_cap: 0
grtUsageTotal: 0.100
dp_slack_ns: 2.70
clock.latency.late_pin_ns: 0.29
finalSetupTns_ns: 0
grt_pass1_vias: 1297
synth_stat.cells: 204
regToRegSetupSlack_ns: 3.47
yosys_area_sq_mm: 0.00198
cts_tree: "built"
drt_pass1_iterations: 4
cts-root-buf: "clkbuf_8"
max_slew_margin: 0.437
crit_chain: "clkdlybuf4s50_1 > a2111o_1 > a211oi_1"
holdPathEnd: "count[0]"
grt_pass1_wl_um: 5780
die_x_um: 83.3
synthArstFlopShare: 0
synth_area_per_cell_sq_um: 9.71
busiest_layer: "met1"
io_pins: 18
fin_util: 0.373
place.gp.congestion: 0.792
worstPathArrival_ns: 2.91
slew_violations: 0
antenna_found_initial: 0
r2r_cells: 4
min_from: "count[0]"
clk_pin_slew_ns: 0.08
power by group:
part / leakage (nW) / total (mW) / internal [mW] / switching [mW]
clock: 0.0642 / 0.276 / 0.173 / 0.104
combinational: 0.277 / 0.00598 / 0.00299 / 0.00299
sequential: 0.390 / 0.339 / 0.338 / 0.000950
kinds of logic after synthesis:
group / after synthesis / synth area share
and+or+nand+nor: 87 / 0.254
adders and majority gates: 2 / 0.0126
DFF: 48 / 0.485
xor gates and xnor gates: 13 / 0.0575
buffers and inverters: 16 / 0.0316
AOI/OAI and AO/OA: 21 / 0.0764
muxes: 16 / 0.0809
other: 1 / 0.00189
synth_stat cells, types with 2 or more instances:
cell	instances	area, sq um
a211oi_1	7	52.6
dfxtp_1	48	961
xor2_1	3	26.3
nand3_1	7	35.0
nor4_1	6	37.5
or3_1	5	31.3
inv_1	5	18.8
buf_1	2	7.51
nor3_1	22	110
xnor2_1	10	87.6
o211ai_1	2	15.0
and3_1	2	12.5
nor2_1	6	22.5
mux2i_1	16	160
nand2b_1	16	100
buf_2	2	10.0
nand2_1	8	30.0
or4_1	4	30.0
clkbuf_1	7	26.3
o21ai_0	5	25.0
nand4_1	5	31.3
o31ai_1	3	22.5
ha_1	2	25.0
routing by layer:
| metal | vias up | wire (um) |
|---|---|---|
| met5 | - | 0 |
| met4 | 0 | 34 |
| met3 | 2 | 118 |
| met2 | 25 | 1460 |
| met1 | 647 | 1830 |
| li1 | 770 | - |
metrics by stage:
stage	total power, mW	std cells	instance area (sq um)
global placement	0.353	296	2240
detailed placement	0.353	296	2240
CTS	0.633	303	2370
floorplan	0.352	212	2010
global route	0.648	303	2370
finish	0.621	303	2370
worst max-delay path: cells and delay by family:
family	cells	cell delay (ns)
AOI/OAI and AO/OA	2	1.07
buffers and inverters	1	0.69
sequential cells by signal (all words and copies together) (netlist names):
register  flops
count        32
led          16
placed cells by master, fill, tap and decap left out, types with 2 or more instances in the layout:
cell             count
inv_1                5
xor2_1               3
and3_1               2
nand3_1              7
nor2_1               6
xnor2_1             10
bufinv_16            2
clkbuf_8             5
o211ai_1             2
mux2i_1             16
clkdlybuf4s50_1     17
nor3_1              22
or4_1                4
or3_1                5
a211oi_1             7
o21ai_0              5
o31ai_1              3
dfxtp_1             48
conb_1               9
ha_1                 2
nand2b_1            16
nor4_1               6
nand2_1              8
nand4_1              5
final cells by class:
| type | count | area (sq um) | area share |
|---|---|---|---|
| timing repair buffer | 18 | 178 | 0.0750 |
| sequential | 48 | 961 | 0.405 |
| tap | 77 | 96.3 | 0.0407 |
| inverter | 5 | 18.8 | 0.00792 |
| multi-input combinational | 148 | 987 | 0.417 |
| clock inverter | 2 | 60.1 | 0.0253 |
| clock buffer | 5 | 68.8 | 0.0290 |
worst max-delay path by stage:
stage	startpoint	endpoint	slack, ns	cells after the start
global route	rst	count[21]	2.90	3
finish	rst	count[21]	2.99	3
CTS	rst	count[19]	3.00	3
No activity file was given, so power comes from the tool's default toggle rates.
